File: flow/design.v
`timescale 1ns / 1ps
module Register_File(
    input [3:0] Data_in,
    input [2:0] WAddr,
    input [2:0] RAddr,
    input WE,
    input clk_100MHz,
    output [3:0] Data_out,
    output [6:0] seg,
    output [3:0] an,
    output dp
    );
    logic [3:0] RegFile [8];
    logic clk;
    assign Data_out = RegFile[RAddr];
    always_ff @ (posedge clk)
       if (WE)
         RegFile[WAddr] <= Data_in;
    clk_div U0(clk_100MHz, clk, seg, an, dp); 
endmodule
`timescale 1ns / 1ps
module clk_div(
    input clk,         
    output clk_slow,   
    output [6:0] seg,  
    output [3:0] an,   
    output dp          
    );
    reg [27:0] counter;
    assign clk_slow = counter[27];
    assign an = 4'b0000;
    assign dp = 1'b1;
    assign seg = {3'b111,counter[27],2'b11,!counter[27]};
    always @ (posedge clk)
    begin
        counter <= counter + 1'b1;
    end
endmodule
File: flow/run.sh
#!/bin/bash
# OpenROAD 26Q1-2900-gdf79404cd8, Yosys 0.63+post, stock flow scripts
make -C /OpenROAD-flow-scripts/flow DESIGN_CONFIG=/design/flow/config.mk WORK_HOME=/design/flow/orfs finish
File: flow/config.mk
export PLATFORM = sky130hd
export DESIGN_NAME = Register_File
export DESIGN_NICKNAME = Register_File
export VERILOG_FILES = /design/flow/design.v
export SDC_FILE = /design/flow/constraint.sdc
export NUM_CORES = 4
export LEC_CHECK = 1
export CORE_UTILIZATION = 30
File: flow/constraint.sdc
current_design Register_File

set clk_period 3.8
set clk_io_pct 0.2

create_clock -name clk0 -period $clk_period [get_ports {clk_100MHz}]

set non_clock_inputs [all_inputs -no_clocks]
set_input_delay [expr $clk_period * $clk_io_pct] -clock clk0 $non_clock_inputs
set_output_delay [expr $clk_period * $clk_io_pct] -clock clk0 [all_outputs]
==> notes.md <==
impl run done, here's what came out: DRT Wirelength=between 3000 and 4000 um, Cell Pwr Density=208 nW/um2, Port Buffers=17, initial antenna violation count=0, non-filler cells in the finished layout=298, reg-to-reg critical path startpoint=U0.counter[15]$_DFF_P_, Post-DP HPWL=2790 um, Largest delay share family, worst path=buffers and inverters, CP required=approximately 3 ns, CTS Buf Count=3, register area share after synthesis=61.9%, clock root buffer=clkbuf_8, static leakage=0.000882 uW, slew of the pin with the lowest slew margin=0.719 ns, Total GRT Usage=between 9 and 10%, CP Cell Sequence=clkdlybuf4s50_1, buf_4, mux4_2, mux2_2, clkdlybuf4s50_1, RSZ-0062 raised after global routing=no, worst hold stages=1, drt pass-1 iters=4, Core Footprint=7810 um2, count of unclocked register or latch pins=32, Final TNS setup=0 ns, Crit path buffers/inverters=3, skew final=0.0118 ns, crit-path max cell delay=about 0.5 ns, DR vias=approximately 1300, Yosys top cell area share=39.1%, internal power=470 uW, Crit Path Max Fanout=8, global-route wire length before repair=~6000 um, clock tree buffer depth=2, Post-CTS Hold Fix Bufs=0, fin. max-slew vios=0, number of post-CTS setup repair buffers=0, RR Endpoint=U0.counter[23]$_DFF_P_, Unique cell types=27, critical path class=in2out, CTS tree=done, floorplan utilization=31.5%, r2r setup slk=2.15 ns, Final Core Density=35.6%, layout cells sized above 1=between 10% and 20%, source of the worst hold timing path=U0.counter[0]$_DFF_P_, area grow syn2layout=13.1%, combinational power share=7.9%, Sw Share=18.8%, Worst setup SP type=input port, max-cap violations=0, die y size=92.5 um, final setup fails=0, Synth Area per Inst=13.8 um2, num rows=32, Max VDD drop=roughly 0.31 mV, #FFs+latches synth=60, largest net degree at the start of global routing=34, post-cts gate resize count=0, Yosys Chip Area=2460 um2, DRC viols=0, worst r2r path cells=4, endpoints left unconstrained=64, Ant. Diodes=0, CP most frequent cell=clkdlybuf4s50_1, gpl congestion=0.809, 1st-iter DRT viols=28, depth of the CTS H-tree=1, CP Capture Type=output pin, vias in the first global route=1239, Max Fclk=298 MHz, arrival time worst endpoint=approximately 2.6 ns, area leader, netlist=edfxtp_1, WHS Endpoint=U0.counter[0]$_DFF_P_, sequential share of power=a little over half, Placed Cells=about 300, Final Cycle Share=88.3%, ys cells=178, antenna viol nets, final=0, Mapped Area=2460 um2, routed len/inst=roughly 12 um, Synth Warn #=2, net load switching power=around 110 uW, Hold Vio Cnt, Final=0, outcome=complete, no violations, worst hold slack=around 0.42 ns, Slew headroom=51.7%, IO Pins=28, DIE AREA=8560 um2, Die Width=between 90 and 100 um, fill count=763, Cells after Synth=approximately 180, Log Warnings=25, DR vias/cell=4.30, clk ins delay skew pair=0.28 ns, power share of the clock group=40.0%, worst-path cell with the longest stage delay=mux4_2, type of the worst min-delay path=reg2reg, Worst-path clk slew=0.09 ns, Tmin final=around 3.4 ns, grt ovf=0, Top cells by area=edfxtp_1 39%, dfxtp_1 23%, mux4_2 7.3%, xnor2_1 7.1%, buf_4 3.4%
-- logic make-up (layout without fill, tap and decap cells) --
family	Yosys count	in the layout	synth area share, %
adders and majority gates	1	1	0.509
muxes	12	12	9.16
other	2	10	0.305
buffers and inverters	15	25	4.02
xor gates and xnor gates	26	26	9.26
DFF	60	60	61.9
and+or+nand+nor	62	62	14.9
-- power groups by stage --
stage	Sequential, uW	Combinational (uW)	Clock [uW]
global route	302	50.2	252
finish	301	45.9	231
CTS	301	47.0	238
-- synthesized netlist by cell type (all sizes together) --
master,count
edfxtp,32
dfxtp,28
xnor2,20
nand3,13
buf,12
nor2,11
nand2,10
mux4,8
nand4,8
xor2,6
nor3,5
mux2,4
nand2b,4
nor4,4
and3,3
and4,2
conb,2
inv,2
clkbuf,1
ha,1
or2,1
or3,1
-- registers in the layout (all words and copies together), names as in the netlist --
register    cells
RegFile        32
U0.counter     28
-- how the worst max path moves through the flow --
| stage | startpoint | endpoint | slack [ns] | cells past startpoint |
|---|---|---|---|---|
| 4_1_cts | RAddr[0] | Data_out[1] | 0.42 | 5 |
| 5_1_grt | RAddr[0] | Data_out[1] | 0.37 | 5 |
| 6_report | RAddr[0] | Data_out[0] | 0.44 | 5 |
-- through the flow --
step	worst slack (ns)	total power, uW	instance area, um2
after floorplan	1.30	335	2490
after global placement	0.433	355	2710
after detailed placement	0.431	355	2710
after CTS	0.424	586	2780
after global routing	0.369	604	2780
final	0.445	579	2780
-- layout make-up --
cell class              instances  area (um2)  share of cell area (%)
inverters                       2        7.51                   0.270
clock inverters                 1        30.0                    1.08
clock buffers                   3        41.3                    1.48
repair buffers                 19         185                    6.66
well taps                     102         128                    4.59
multi-input cells             111         868                    31.2
flip-flops and latches         60        1520                    54.7
-- cell usage in the layout, fill, tap and decap left out --
cell	n
and3_1	3
and4_1	2
buf_4	2
bufinv_16	1
clkbuf_8	3
clkdlybuf4s50_1	17
conb_1	10
dfxtp_1	28
edfxtp_1	32
ha_1	1
inv_1	2
mux2_2	4
mux4_2	8
nand2_1	10
nand2b_1	4
nand3_1	11
nand3_2	2
nand4_1	8
nor2_1	11
nor3_1	4
nor3_2	1
nor4_1	1
nor4_2	2
nor4_4	1
or2_1	1
or3_4	1
xnor2_1	20
xor2_1	6
-- layer usage --
metal / wire length (um) / vias up / global-route usage (%)
li1: - / 660 / -
met1: 1630 / 590 / 13.0
met2: 1690 / 30 / 14.9
met3: 232 / 2 / 3.01
met4: 14 / 0 / 0.391
met5: 0 / - / 0
Power figures rest on the tool's default switching activity, not on a simulated workload.
