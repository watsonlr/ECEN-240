## design/flow/config.mk

```make
export PLATFORM = sky130hd
export DESIGN_NAME = Counters
export DESIGN_NICKNAME = Counters
export VERILOG_FILES = /design/flow/design.v
export SDC_FILE = /design/flow/constraint.sdc
export NUM_CORES = 4
export LEC_CHECK = 1
export CORE_AREA = 10 10 95 95
export DIE_AREA = 0 0 105 105
```

## design/flow/run.sh

```bash
#!/bin/bash
# OpenROAD 26Q1-2900-gdf79404cd8, Yosys 0.63+post, stock flow scripts
make -C /OpenROAD-flow-scripts/flow DESIGN_CONFIG=/design/flow/config.mk WORK_HOME=/design/flow/orfs finish
```

## design/flow/design.v

```verilog
`timescale 1ns / 1ps
module Counters(
    input reset,
    input down,
    output logic [2:0] Gray_out,
    output logic [2:0] Ring_out,
    output logic [2:0] UpDn_out,
    output [6:0] seg,
    output [3:0] an,
    output dp,
    input clk_100MHz
    );
    clk_div U0 (clk_100MHz, clk_slow, seg, an, dp);  
endmodule
`timescale 1ns / 1ps
module clk_div(
    input clk,         
    output clk_slow,   
    output [6:0] seg,  
    output [3:0] an,   
    output dp          
    );
    reg [27:0] counter;
    assign clk_slow = counter[27];
    assign an = 4'b0000;
    assign dp = 1'b1;
    assign seg = {3'b111,counter[27],2'b11,!counter[27]};
    always @ (posedge clk)
    begin
        counter <= counter + 1'b1;
    end
endmodule
```

## design/flow/constraint.sdc

```tcl
current_design Counters

set clk_period 3.8
set clk_io_pct 0.2

create_clock -name clk0 -period $clk_period [get_ports {clk_100MHz}]

set non_clock_inputs [all_inputs -no_clocks]
set_input_delay [expr $clk_period * $clk_io_pct] -clock clk0 $non_clock_inputs
set_output_delay [expr $clk_period * $clk_io_pct] -clock clk0 [all_outputs]
```

==> run summary <==
run metrics: Reg with most FFs U0.counter, FP Rows 30, Hold Vio Cnt, Final 0, Critical-path top delay cell clkdlybuf4s50_1, number of enable flip-flop cells 0, Setup crit start U0.counter[27], ys cells 128, # Max-Cap Violations 0, htree depth 1, clk latency of the worst-skew pair 0.27 ns, Setup violations, final 0, reg-to-reg startpoint U0.counter[0], worst min-delay path class reg2reg, 1st-iter DRT viols 28, required time worst endpoint 3.04 ns, Avg Cell Area, Syn 9.78 sq um, most frequent cell after synthesis dfxtp_1, Clock Sinks 28, top sig layer met3, CTS buffer count 3, Port Buffer Count 2, DRT Wirelength 1740 um, r2r endpoint U0.counter[20], Clk pin slew, worst setup/hold paths 0.09 ns, total die size 0.0110 sq mm, crit path kind reg2out, Via Count 735, Slew @ Worst Pin 0.826 ns, post-CTS setup buffers 0, overall die width 105 um, yosys synthesis chip area 0.00125 sq mm, r2r setup slk 1.99 ns, CP arrival 1.11 ns, status finished clean, Tcrit/Tclk final 0.492, CP endpoint seg[3], met2 WL 711 um, Max IR drop VDD 0.150 mV, CTS max path bufs 2, startpoint types register, Post-DRT Antenna Nets 0, share of layout cells above drive strength 1 0.0769, CP max stage delay 0.47 ns, fraction of registers with async set/reset 0, #FFs+latches synth 28, Root Buffer Master clkbuf_8, area fraction of the dominant cell type after synthesis 0.448, vias in the first global route 730, # fillers 767, ys flop type dfxtp_1, Crit path max-delay family buffers and inverters, Place WS 2.00 ns, CTS tree done, DPL Wire Length 1310 um, Syn. warnings 11, met1 wire length 940 um, mapped cell area 0.00125 sq mm, Commonest cells post-synth 28 x dfxtp_1, 20 x buf_4, 14 x nand3_1, Final Skew 0.000887 ns, Bufs and invs on worst path 1, relative slew slack 0.448, tool warnings 27, vias per inst 3.25, initial antenna violation count 0, DR DRC count 0, Post-CTS Hold Buffers 0, Final Max Tran Viols 0, post-DR wirelength/cell 7.70 um, Cell area leaders dfxtp_1 45%, buf_4 12%, xnor2_1 9.1%, gr ovfl total 0, post-layout worst setup margin 1.93 ns, fp_density 0.181, Pwr Density 349 mW/mm^2, Synth Seq Share 0.448, I/O pin cnt 24, synthesis-to-layout area growth 8.30%, first-pass GRT wire length 3080 um, CP max FO 3, Syn Inst Count 128, pin count of the biggest net entering global routing 16, GR Util All Layers 0.0315, core area 0.00691 sq mm, RSZ-0062 raised after global routing false, cell count along the critical path 1, ant diodes 0, f_max 535 MHz, placer congestion estimate 0.733, Lkg Pwr 0.000542 uW, max reg flops 28, Synth cell types 19, Worst Setup End Kind output pin, Reg2Reg Depth 5, Final min period 1.87 ns, cell type with the largest total area dfxtp_1, routed wire length on met3 89 um, setup_tns 0 ns, DIE HEIGHT 105 um, post-CTS resize count 0, CP Cell Sequence clkdlybuf4s50_1, Top Registers U0.counter: 28 flops, 1st-pass router iterations 2
==> logic make-up (layout without fill, tap and decap cells) <==
group / after synthesis / count (layout) / synth area share
buffers and inverters: 24 / 9 / 0.133
xor gates and xnor gates: 26 / 26 / 0.182
other: 2 / 19 / 0.00600
and+or+nand+nor: 47 / 47 / 0.221
adders and majority gates: 1 / 1 / 0.0100
DFF: 28 / 28 / 0.448
==> final cells by class <==
class / count / area, sq um / share of cell area
Multi-Input combinational cell: 93 / 588 / 0.434
Timing Repair Buffer: 2 / 20.0 / 0.0148
Clock buffer: 4 / 55.1 / 0.0406
Sequential cell: 28 / 561 / 0.414
Inverter: 3 / 11.3 / 0.00831
Tap cell: 96 / 120 / 0.0886
==> power breakdown <==
part | total (uW) | switching (uW) | internal, uW
clock | 179 | 86.3 | 92.6
sequential | 293 | 0 | 293
combinational | 1.00 | 1.00 | 0
==> how the worst min path moves through the flow <==
| stage | from | end | depth (start not counted) |
|---|---|---|---|
| CTS | U0.counter[0] | U0.counter[0] | 1 |
| finish | U0.counter[0] | U0.counter[0] | 1 |
| global route | U0.counter[0] | U0.counter[0] | 1 |
==> worst reg2reg max path, stage by stage (launching register included) <==
cell	delay [ns]
dfxtp_1	0.40
ha_1	0.24
nand4_1	0.16
or4_1	0.60
nor2_1	0.18
xor2_1	0.16
==> layout by cell type (no fill, tap or decap) <==
cell | Yosys | layout
dfxtp_1 | 28 | 28
conb_1 | 2 | 19
nand3_1 | 14 | 14
xnor2_1 | 13 | 13
xor2_1 | 13 | 13
nand2_1 | 8 | 8
and3_1 | 5 | 5
nor2_1 | 5 | 5
nand4_1 | 4 | 4
clkbuf_8 | 0 | 4
inv_1 | 3 | 3
nor3_1 | 3 | 3
nor3_2 | 3 | 3
nand4_2 | 2 | 2
clkdlybuf4s50_1 | 0 | 2
and4_1 | 1 | 1
nor4b_2 | 1 | 1
or4_1 | 1 | 1
ha_1 | 1 | 1
==> routing by layer <==
metal / up-vias / global-route usage
met1: 326 / 0.0430
met4: 0 / 0.000980
met2: 16 / 0.0485
met5: - / 0
li1: 393 / -
met3: 0 / 0.0124
==> per-stage QoR <==
step	hold WS [ns]	instance area, sq um	cells	power [uW]	utilization
2_1_floorplan	0.394	1320	145	314	-
3_3_place_gp	0.410	1300	222	302	0.188
3_5_place_dp	0.412	1300	222	302	0.188
4_1_cts	0.435	1360	226	483	0.196
5_1_grt	0.455	1360	226	494	0.196
6_report	0.433	1360	226	473	0.196
No activity file was given, so power comes from the tool's default toggle rates.
